<file path="design/flow/run.sh">
#!/bin/bash
# OpenROAD 26Q1-2900-gdf79404cd8, Yosys 0.63+post, stock flow scripts
make -C /OpenROAD-flow-scripts/flow DESIGN_CONFIG=/design/flow/config.mk WORK_HOME=/design/flow/orfs finish
</file>
<file path="design/flow/config.mk">
export PLATFORM = sky130hd
export DESIGN_NAME = zxkeyboard
export DESIGN_NICKNAME = zxkeyboard
export VERILOG_FILES = /design/flow/design.v
export SDC_FILE = /design/flow/constraint.sdc
export NUM_CORES = 4
export LEC_CHECK = 1
export CORE_UTILIZATION = 50
</file>
<file path="design/flow/constraint.sdc">
current_design zxkeyboard

set clk_period 4.8
set clk_io_pct 0.2

create_clock -name clk0 -period $clk_period [get_ports {clk_50M}]
create_clock -name clk1 -period $clk_period [get_ports {spi}]

set non_clock_inputs [all_inputs -no_clocks]
set_input_delay [expr $clk_period * $clk_io_pct] -clock clk0 $non_clock_inputs
set_output_delay [expr $clk_period * $clk_io_pct] -clock clk0 [all_outputs]
</file>
<file path="design/flow/design.v">
module zxkeyboard (
    input wire clk_50M,    
    input wire [2:0] spi,  
    input wire [7:0] ka,   
    input wire rst_i,      
    output wire [4:0] kd,  
    output wire rst_o,     
    output wire magic,     
    output wire led1,      
    output wire led2       
);
reg [41:0] k;  
reg [7:0] spi_data;  
always @(posedge clk_50M)
begin
    reg [5:0] key_bit_num;
    reg key_state;
    key_bit_num[5:0] = spi_data[5:0];
    key_state = !spi_data[6];  
    if (rst_i == 1'd0) 
        k <= {42{1'b1}};                    
    else
        if (spi[0] == 1'd1)
        begin
            k[key_bit_num] <= key_state;    
            if (key_bit_num == 41)
                k[40:0] = 41'h1FFFFFFFFFF;  
        end
end
always @(posedge spi[1])
begin
    if (spi[0] == 0)  
    begin
        spi_data = spi_data >> 1;
        spi_data[7] = spi[2];
    end
end
assign kd[0]=(ka[0] | k[0 ]) & (ka[1] | k[1 ]) & (ka[2] | k[2 ]) & (ka[3] | k[3 ]) & (ka[4] | k[4 ]) & (ka[5] | k[5 ]) & (ka[6] | k[6 ]) & (ka[7] | k[7 ]);
assign kd[1]=(ka[0] | k[8 ]) & (ka[1] | k[9 ]) & (ka[2] | k[10]) & (ka[3] | k[11]) & (ka[4] | k[12]) & (ka[5] | k[13]) & (ka[6] | k[14]) & (ka[7] | k[15]);
assign kd[2]=(ka[0] | k[16]) & (ka[1] | k[17]) & (ka[2] | k[18]) & (ka[3] | k[19]) & (ka[4] | k[20]) & (ka[5] | k[21]) & (ka[6] | k[22]) & (ka[7] | k[23]);
assign kd[3]=(ka[0] | k[24]) & (ka[1] | k[25]) & (ka[2] | k[26]) & (ka[3] | k[27]) & (ka[4] | k[28]) & (ka[5] | k[29]) & (ka[6] | k[30]) & (ka[7] | k[31]);
assign kd[4]=(ka[0] | k[32]) & (ka[1] | k[33]) & (ka[2] | k[34]) & (ka[3] | k[35]) & (ka[4] | k[36]) & (ka[5] | k[37]) & (ka[6] | k[38]) & (ka[7] | k[39]);
assign rst_o = !k[41];
assign magic = k[40];
assign led1 = k[41];
assign led2 = k[40];
endmodule
</file>
==> notes.md <==
Implementation status.

- The standard cell core area is 4720 um^2.
- The overall global routing resource usage is 0.430.
- The final reports fail on hold timing.
- The initial antenna violation count came to 0.
- The count of yosys warnings during synthesis is 1.
- The number of cells in the yosys synthesis report is 269.
- The area recorded from the Yosys report for this design is 2470 um^2.
- The die covers 5220 um^2.
- Looking at the cell usage after synthesis, the top flip-flop cell is sky130_fd_sc_hd__dfxtp_1.
- The final count of hold timing violations is 1.
- The final core area utilization is 0.827.
- The capturing element type of the critical path is a flip-flop.
- By area the synthesized netlist is led by sky130_fd_sc_hd__dfxtp_1 (34%), sky130_fd_sc_hd__edfxtp_1 (9.7%), sky130_fd_sc_hd__o211ai_1 (9.7%).
- The routability congestion estimate is 0.863.
- Once detailed placement completed, the half-perimeter wirelength came to 4.60 mm.
- In this run the power density over the cells is 898 nW/um^2.
- 0 antenna diodes ended up in the layout.
- Entering global routing, the biggest net connects 23 pins.
- Recorded from the global router log, the overflow total was 0.
- The relative slew slack is 0.462.
- The synthesis stats list as the most numerous cell sky130_fd_sc_hd__dfxtp_1.
- The critical path is of the clock port to flip-flop type.
- The class of the tightest hold or removal check is clock port to flip-flop.
- The total area of multi-input combinational cells is 1290 um^2.
- The TritonCTS clock tree is yes.
- The sort of element at the start of the critical path is a clock port.
- The synthesized netlist contains 43 unique library cells.
- The layout filler cell count is 258.
- After detailed routing, the number of remaining DRC violations is 0.
- The worst clock skew is 0 ps.
- The number of flops mapped to enable cells by yosys is 8.
- Max-slew check failures listed in the final report amount to 0.
- The max capacitance violation total is 0.
- Per the detail_route report, the via count comes to 3087.
- Registers take 1080 um^2.
- The count of input and output buffers is 18.
- The number of warnings in the stage logs is 183.
- The via count of the first global-routing pass is 3826.
- Pin placement for this block handled 22 I/O pins.
- Buffers inserted to repair hold after CTS numbered 0.
- The post-synth register bit count is 50.
- sky130_fd_sc_hd__dfxtp_1 takes more of the synthesized area than any other cell.
- For this run, the register share of the synthesized area comes to 0.438.
- For the worst setup path, the data arrival time is 4110 ps.
- After detailed routing, the number of vias per cell comes to 6.81.
- The largest fanout on the critical path is 4.
- The first global-routing pass estimated 15.4 mm of wire.
- The final timing report counts setup violations totalling 0.
- The site row count is 25.
- Setup repair after global routing left no endpoint under its margin.
- The share of synthesized area in the top cell type comes to 0.341.
- Per the post-route antenna check, the number of violating nets is 0.
- The flow ran to the end, but the final reports show violations.
- The clock input transition at the sequential cells of the worst setup and hold paths is 90 ps.
- The number of iterations in the first detailed-routing pass is 9.
- From synthesis to final layout, the design area changed by 58.2%.
- The leakage power figure is 1.55 nW.
- The ratio of cells with drive above 1 in the final layout is 0.249.
- Measured along the y axis, the die boundary spans 72.3 um.
- The detailed-route wire length per cell is 22.0 um.
- The total of cells resized after clock tree synthesis is 0.
- For the worst setup path, the data required time is 5030 ps.
- The core utilization before placement is 0.523.
- According to the floorplan report, the die width is 72.3 um.
- IR analysis of the VDD net gives a maximum drop of 0.000599 V.
- The cell area that synthesis handed to floorplanning was 2470 um^2.
- Counting flops with an async set or reset pin after synthesis yields a share of 0.
- The number of setup buffers added after CTS is 0.
- The total negative slack for setup checks is 0 ps.
- The slew of the pin with the lowest slew margin is 805 ps.
- Each instance of the synthesized netlist takes up on average 9.18 um^2.
- The instance count of the mapped netlist is 269.
- By count the netlist is led by sky130_fd_sc_hd__dfxtp_1 (42), sky130_fd_sc_hd__o21ai_0 (38), sky130_fd_sc_hd__o211ai_1 (32).
- The total length of routed wires is 9.96 mm.
- The most critical hold endpoint after final layout shows a slack of -113 ps.
- The DRC marker count from the first detailed-route iteration is 545.
-- per-stage QoR --
step / power (mW) / cell area (um^2) / worst slack (ps) / std cells / hold WS, ps
after CTS: 3.58 / 3910 / 880 / 453 / -137
after global placement: 1.27 / 2670 / 1320 / 339 / 98.9
after floorplan: 1.15 / 2470 / 1570 / 269 / 98.9
after global routing: 3.75 / 3910 / 793 / 453 / -137
after detailed placement: 1.26 / 2670 / 1340 / 339 / 98.9
final: 3.51 / 3910 / 924 / 453 / -113
-- metal layers --
layer / global-route usage / share of wire
met4: 0.477 / 0.084
met1: 0.435 / 0.37
met2: 0.444 / 0.41
met5: 0.0101 / 0
met3: 0.434 / 0.14
-- registers in the layout (all words and copies together), names as in the netlist --
name / count
k: 42
spi_data: 8
-- cell type report --
cell class | instances | share of cell area
inverter | 6 | 0.00577
timing repair buffer | 19 | 0.0481
clock inverter | 22 | 0.0349
sequential | 50 | 0.277
clock buffer | 93 | 0.282
tap | 67 | 0.0215
multi-input combinational | 196 | 0.331
-- layout by cell type (no fill, tap or decap), types with 7 or more instances in the layout --
cell type / Yosys / routed
sky130_fd_sc_hd__clkbuf_8: 0 / 75
sky130_fd_sc_hd__dfxtp_1: 42 / 42
sky130_fd_sc_hd__o21ai_0: 38 / 38
sky130_fd_sc_hd__o211ai_1: 32 / 32
sky130_fd_sc_hd__o22ai_1: 24 / 24
sky130_fd_sc_hd__clkbuf_1: 12 / 18
sky130_fd_sc_hd__clkdlybuf4s50_1: 0 / 18
sky130_fd_sc_hd__clkinv_1: 1 / 16
sky130_fd_sc_hd__a21oi_1: 11 / 11
sky130_fd_sc_hd__nor2_1: 8 / 8
sky130_fd_sc_hd__edfxtp_1: 8 / 8
sky130_fd_sc_hd__and3_1: 7 / 7
-- report_power, final --
group          internal (mW)  total [mW]  switching (mW)
registers              0.557       0.636          0.0790
logic                 0.0981       0.136          0.0375
clock network           1.73        2.74            1.00
total                   2.39        3.51            1.12
-- critical path: stages --
cell	delay, ps
sky130_fd_sc_hd__clkbuf_8	110
sky130_fd_sc_hd__clkbuf_8	120
sky130_fd_sc_hd__or3b_2	190
sky130_fd_sc_hd__clkbuf_8	130
sky130_fd_sc_hd__clkbuf_8	120
sky130_fd_sc_hd__a21oi_1	40
sky130_fd_sc_hd__clkbuf_8	170
sky130_fd_sc_hd__clkbuf_8	130
sky130_fd_sc_hd__o22ai_1	190
sky130_fd_sc_hd__clkbuf_8	170
sky130_fd_sc_hd__clkbuf_8	130
sky130_fd_sc_hd__o21ai_0	90
sky130_fd_sc_hd__o211ai_1	110
-- path summary, 6_finish.rpt --
kind / from / end / cells after the start / slack [ps]
max in group clk1: spi[0] / spi_data[6] / 4 / 1910
worst max register to register: spi_data[0] / k[2] / 13 / 1420
min in group clk0: k[21] / k[21] / 2 / 510
worst max-delay path: spi[0] / k[11] / 13 / 920
worst min register to register: spi_data[7] / spi_data[6] / 0 / 420
worst min-delay path: spi[2] / spi_data[7] / 0 / -110
-- logic make-up (layout without fill, tap and decap cells) --
kind of cell	after synthesis	after routing	synth area share
multiplexers	3	3	0.0122
buffers and inverters	23	140	0.0380
AND/OR/NAND/NOR	65	65	0.170
adder cells (fa/ha/maj)	4	4	0.0203
flip-flops	50	50	0.438
AND-OR/OR-AND	124	124	0.322
Power is estimated from default activity; no workload was simulated.
